==> design/flow/design.v <==
module transmitter #(
    parameter clk_freq = 100000000,
    parameter baud_rate = 9600
)(
    input clk,
    input reset,
    input [7:0] data,
    input transmit,
    output reg txd,
    output reg busy
);
    localparam div_val = clk_freq / baud_rate;
    reg [3:0] bit_cnt;
    reg [15:0] baud_cnt;
    reg [9:0] shift_reg;
    reg state;
    always @(posedge clk) begin
        if (reset) begin
            state <= 0;
            baud_cnt <= 0;
            bit_cnt <= 0;
            txd <= 1;
            busy <= 0;
            shift_reg <= 10'h3ff;
        end else begin
            case (state)
                0: begin 
                    txd <= 1;
                    busy <= 0;
                    if (transmit) begin
                        shift_reg <= {1'b1, data, 1'b0}; 
                        state <= 1;
                        busy <= 1;
                        baud_cnt <= 0;
                        bit_cnt <= 0;
                    end
                end
                1: begin 
                      txd <= shift_reg[0];
                    if (baud_cnt >= div_val - 1) begin
                      baud_cnt <= 0;
                        if (bit_cnt == 9) begin
                            state <= 0;
                        end else begin
                            shift_reg <= {1'b1, shift_reg[9:1]};
                            bit_cnt <= bit_cnt + 1;
                        end
                    end else begin
                        baud_cnt <= baud_cnt + 1;
                    end
                end
            endcase
        end
    end
endmodule
==> design/flow/run.sh <==
#!/bin/bash
# OpenROAD 26Q1-2900-gdf79404cd8, Yosys 0.63+post, stock flow scripts
make -C /OpenROAD-flow-scripts/flow DESIGN_CONFIG=/design/flow/config.mk WORK_HOME=/design/flow/orfs finish
==> design/flow/config.mk <==
export PLATFORM = sky130hd
export DESIGN_NAME = transmitter
export DESIGN_NICKNAME = transmitter
export VERILOG_FILES = /design/flow/design.v
export SDC_FILE = /design/flow/constraint.sdc
export NUM_CORES = 4
export LEC_CHECK = 1
export CORE_UTILIZATION = 30
==> design/flow/constraint.sdc <==
current_design transmitter

set clk_period 4.5
set clk_io_pct 0.2

create_clock -name clk0 -period $clk_period [get_ports {clk}]

set non_clock_inputs [all_inputs -no_clocks]
set_input_delay [expr $clk_period * $clk_io_pct] -clock clk0 $non_clock_inputs
set_output_delay [expr $clk_period * $clk_io_pct] -clock clk0 [all_outputs]
==> flow_metrics.tcl <==
# yosys + openroad results
set metrics [dict create \
    cts_buffers 5 \
    synth-edff-count 0 \
    syn_to_final_growth_pct 17.9 \
    crit_required_ns 4.73 \
    cts_setup_buffers 0 \
    timing_hold_violations_final 0 \
    rsz0062_at_grt "no" \
    critPathMaxFanout 23 \
    clkSlewWorstSetupHoldPaths_ns 0.07 \
    first_pass_iters 4 \
    viasPerCell 4.99 \
    crit_arrival_ns 3.04 \
    top_cell_area_share_pct 41.3 \
    worst_pin_slew_ns 0.865 \
    startpoint "reset" \
    cts_buffer_depth 2 \
    portBuffers 12 \
    yosys.area.top_type "dfxtp_1" \
    setup_tns_ns 0 \
    syn_avg_cell_area_um2 8.96 \
    place_area_um2 1700 \
    yosys-stat-cells 173 \
    largest_register_ff_count 16 \
    topCellsByArea "dfxtp_1 (41%), a211o_1 (5.6%), mux2i_1 (5.2%), nor2_1 (4.4%), a21oi_1 (3.6%)" \
    clk_latency_ns 0.28 \
    grt_pass1_wl_um 5120 \
    synthCells 173 \
    ctsHtreeMaxLevel 2 \
    critPathKind "input port to flop" \
    synth_cell_type_count 38 \
    vias 1258 \
    antenna_found_initial 0 \
    ant_nets 0 \
    synth.most_common_cell "dfxtp_1" \
    start_kind "input port" \
    drive_gt1_share_pct 8.65 \
    pre_cts_ws_ns 1.41 \
    top_cells_by_count "dfxtp_1 (32), nor2_1 (18), nand2_1 (12)" \
    ctsResizeCount 0 \
    core-area_um2 4850 \
    fin_crit_sh_pct 62.4 \
    die_y_um 73.9 \
    max_cap_viol_count 0 \
    r2r-end "shift_reg[5]" \
    yosysWarnings 1 \
    gp_congestion 0.765 \
    ios 13 \
    status "complete, no violations" \
    grt_pass1_vias 1174 \
    grt_max_degree 26 \
    ys_seq_share_pct 41.3 \
    route.detailed.drc 0 \
    finalSetupViolations 0 \
    fillers 477 \
    holdBufCountCts 0 \
    endpoint_kind "flop" \
    ir_drop_uv 184 \
    r2r-start "state" \
    ys_area_um2 1550 \
    chipArea_um2 5460 \
    routed_wl_um 2860 \
    fp_util_pct 32.0 \
    die_x_um 73.9 \
    period_needed_ns 2.81 \
    wl_per_cell_um 11.3 \
    grt_overflow 0 \
    hold_path_class "flop to flop" \
    powerDensity_nw_per_um2 367 \
    tool_warnings 26 \
    ys_async_sr_fraction_pct 0 \
    skew_ns 0.0111 \
    track_usage_pct 12.0 \
    netlist_area_um2 1550 \
    p_leak_nw 0.694 \
    row_count 25 \
    synthFlopType "dfxtp_1" \
    relSlewSlack_pct 42.3 \
    ff2ff_path_depth 4 \
    clock_sinks 32 \
    r2r_setup_slack_ns 1.88 \
    root_buffer "clkbuf_8" \
    drt_iter0_markers 79 \
    stdcell_area_um2 1830 \
    route.antenna.diode_count 0 \
    max_freq_mhz 356 \
    synth_flops 32 \
    finalWorstSetupSlack_ns 1.69 \
    endpoint "baud_cnt[11]" \
    slew_violations 0 \
    dp_hpwl_um 1890 \
    cts_tree "done" \
]
[worst max-delay path: stages]
cell and delay, ns:
clkdlybuf4s50_1 0.80, or3_1 0.54, o41ai_2 0.06, buf_4 0.28, or3b_1 0.37, nand3_1 0.08
[cell type report]
class                           instances  area (µm²)  area share (%)
Clock buffer                            7        96.3            5.27
Clock inverter                          1        30.0            1.64
Inverter                                5        18.8            1.03
Multi-Input combinational cell        126         823            45.0
Sequential cell                        32         641            35.0
Tap cell                               67        83.8            4.59
Timing Repair Buffer                   14         135            7.39
[worst min-delay path by stage]
stage            start   to  depth (start not counted)
4_1_cts   shift_reg[0]  txd                          1
6_report  shift_reg[0]  txd                          1
5_1_grt   shift_reg[0]  txd                          1
[metrics by stage]
stage | hold slack, ns | utilization, % | power, mW | instances
4_1_cts | 0.450 | 37.7 | 0.680 | 252
3_3_place_gp | 0.434 | 35.1 | 0.379 | 244
6_report | 0.443 | 37.7 | 0.672 | 252
3_5_place_dp | 0.433 | 35.1 | 0.379 | 244
2_1_floorplan | 0.416 | - | 0.363 | 173
5_1_grt | 0.475 | 37.7 | 0.704 | 252
[layout by cell type (no fill, tap or decap), types with 2 or more instances in the layout]
cell / synthesis / final
a211o_1: 10 / 10
a21oi_1: 11 / 11
a31oi_1: 6 / 6
a41oi_1: 3 / 3
and2_1: 2 / 2
and3_1: 4 / 4
buf_4: 0 / 2
clkbuf_8: 0 / 7
clkdlybuf4s50_1: 0 / 12
dfxtp_1: 32 / 32
ha_1: 3 / 3
inv_1: 5 / 5
mux2i_1: 8 / 8
nand2_1: 12 / 12
nand3_1: 10 / 10
nor2_1: 18 / 18
nor2b_1: 2 / 2
nor3_1: 4 / 4
nor3b_1: 2 / 2
o21ai_0: 7 / 7
or2b_1: 2 / 2
or3_1: 7 / 7
[per-layer routing]
metal  track usage, %  vias up  part of all wire [%]
li1                 -      655                     -
met1             17.4      579                    53
met2             19.4       17                    42
met3             2.50        7                   4.1
met4             1.71        0                   1.6
met5                0        -                     0
[kinds of logic (layout without fill, tap and decap cells)]
kind of cell    after synthesis  in the layout  synth area share, %
compound gates               48             48                 23.3
xor+xnor                      1              1                0.565
fa+ha+maj                     3              3                 2.42
buf+inv                      15             27                 5.57
flops                        32             32                 41.3
mux                           8              8                 5.17
simple gates                 66             66                 21.6
[power breakdown]
part / switching, mW / total, mW / leakage (nW) / internal, mW
Sequential: 0.0115 / 0.308 / 0.261 / 0.296
Combinational: 0.0306 / 0.0646 / 0.368 / 0.0340
Clock: 0.104 / 0.299 / 0.0645 / 0.195
Total: 0.146 / 0.672 / 0.694 / 0.525
Power figures rest on the tool's default switching activity, not on a simulated workload.
