<file path="flow/run.sh">
#!/bin/bash
# OpenROAD 26Q1-2900-gdf79404cd8, Yosys 0.63+post, stock flow scripts
make -C /OpenROAD-flow-scripts/flow DESIGN_CONFIG=/design/flow/config.mk WORK_HOME=/design/flow/orfs finish
</file>
<file path="flow/config.mk">
export PLATFORM = sky130hd
export DESIGN_NAME = receiver
export DESIGN_NICKNAME = receiver
export VERILOG_FILES = /design/flow/design.v
export SDC_FILE = /design/flow/constraint.sdc
export NUM_CORES = 4
export LEC_CHECK = 1
export CORE_UTILIZATION = 30
</file>
<file path="flow/constraint.sdc">
current_design receiver

set clk_period 3.3
set clk_io_pct 0.2

create_clock -name clk0 -period $clk_period [get_ports {clk}]

set non_clock_inputs [all_inputs -no_clocks]
set_input_delay [expr $clk_period * $clk_io_pct] -clock clk0 $non_clock_inputs
set_output_delay [expr $clk_period * $clk_io_pct] -clock clk0 [all_outputs]
</file>
<file path="flow/design.v">
module receiver #(
    parameter clk_freq    = 100000000,
    parameter baud_rate   = 9600,
    parameter div_sample  = 4
)(
    input  wire       clk,
    input  wire       rst,
    input  wire       rxd,
    output reg [7:0]  rxddata, 
    output reg        rdone
);
    localparam div_counter = clk_freq / (baud_rate * div_sample);
    localparam mid_sample  = div_sample / 2;
    reg        state; 
    reg [3:0]  bit_count;
    reg [2:0]  sample_count;
    reg [15:0] baud_tick_cnt;
    reg [7:0]  rx_shift_reg; 
    always @(posedge clk) begin
        if (rst) begin
            state <= 0;
            baud_tick_cnt <= 0;
            sample_count <= 0;
            bit_count <= 0;
            rdone <= 0;
            rxddata <= 0;
            rx_shift_reg <= 0;
        end else begin
            rdone <= 0; 
            baud_tick_cnt <= baud_tick_cnt + 1;
            if (baud_tick_cnt >= div_counter - 1) begin
                baud_tick_cnt <= 0;
                case (state)
                    0: begin
                      if (!rxd) begin
                            state <= 1;
                            sample_count <= 0;
                            bit_count <= 0;
                        end
                    end
                    1: begin 
                        if (sample_count == div_sample - 1) begin
                            sample_count <= 0;
                            if (bit_count == 9) begin 
                                state <= 0;
                            end else begin
                                bit_count <= bit_count + 1;
                            end
                        end else begin
                            sample_count <= sample_count + 1;
                        end
                        if (sample_count == mid_sample) begin
                            if (bit_count >= 1 && bit_count <= 8) begin
                                rx_shift_reg <= {rxd, rx_shift_reg[7:1]};
                            end
                            if (bit_count == 8) begin
                                rxddata <= {rxd, rx_shift_reg[7:1]}; 
                                rdone <= 1;
                            end
                        end
                    end
                endcase
            end
        end
    end
endmodule
</file>
==> flow_metrics.tcl <==
# yosys + openroad results
set metrics [dict create \
    run_status "complete, no violations" \
    setup_repair_after_global_routing_missed_its_margin "false" \
    drc_errors 0 \
    worst_setup_path_category "register to register" \
    first_global_vias 1420 \
    die-area_mm2 0.00657 \
    end_kind "register" \
    synth.cellmix.compoundShare_pct 21.5 \
    worst_hold_startpoint "baud_tick_cnt[0]$_SDFF_PP0_" \
    route.detailed.vias_per_inst 5.25 \
    finalWirelength_um 3800 \
    floorplan_core_density_pct 31.3 \
    logic_family "AND-OR/OR-AND gates" \
    antenna-diode-count 0 \
    holdCritPathClass "register to register" \
    netlist-cell-type-count 42 \
    post_cts_buffers 0 \
    finalHoldViolations 0 \
    bufs_and_invs_on_worst_path 0 \
    mux_area_share_pct 0 \
    cp_data_required_time_ns 3.51 \
    critical_path.top_delay_family "AND-OR/OR-AND gates" \
    floorplan.die.width_um 81.1 \
    yosysCellCount 211 \
    critical_path.cell_chain "or4_1 > a2111o_1 > a21o_1 > a21oi_1" \
    post_cts_resized 0 \
    setup_viol 0 \
    detailedRoute.firstPassIterationCount 4 \
    num_rows 28 \
    worst_slew_pin_slew_ns 0.830 \
    power-per-cell-area_mw_per_mm2 409 \
    holdPathEnd "baud_tick_cnt[0]$_SDFF_PP0_" \
    drt-wirelength-per-cell_um 12.9 \
    arrival_time_reported_for_the_critical_path_endpoint_ns 2.50 \
    global_route.overflow_total 0 \
    ys_sh_adder_pct 4.67 \
    yosysWarningCount 1 \
    finalSetupTns_ns 0 \
    worst_r2r_endpoint "baud_tick_cnt[11]$_SDFF_PP0_" \
    initial_drt_markers 109 \
    syn_avg_cell_area_um2 8.89 \
    hold_bufs_at_cts 0 \
    synth_chip_area_mm2 0.00188 \
    crit_slowest_cell "sky130_fd_sc_hd__a2111o_1" \
    tritoncts "yes" \
    cap_viol_max_count 0 \
    ys_ff 40 \
    slew_headroom_pct 44.3 \
    synth_simple_gate_area_share_pct 21.1 \
    synthXorXnorAreaFrac_pct 4.20 \
    clock_insertion_delay_worst_skew_ns 0.29 \
    hpwl_um 2510 \
    timing.final.max_slew_violations 0 \
    clock_sinks 40 \
    worstSetupStartpointType "register" \
    slowest_delay_ns 0.69 \
    min_period_over_period_pct 69.3 \
    post-route-min-period_ns 2.29 \
    cts_made_buffers 5 \
    cts.htree.levels 2 \
    ir_worst_vdd_mv 0.262 \
    rr_worst_depth 4 \
    timing.hold.ws_ns 0.461 \
    warnings 29 \
    cts_clk_pin_slew_worst_paths_ns 0.07 \
    layout_top_cell "sky130_fd_sc_hd__dfxtp_1" \
    track_usage_pct 13.2 \
    final_layout_top_logic_cells "40 x sky130_fd_sc_hd__dfxtp_1, 24 x sky130_fd_sc_hd__a21oi_1, 15 x sky130_fd_sc_hd__nor2_1" \
    clock_path_buffers 2 \
    regToRegStartpoint "baud_tick_cnt[14]$_SDFF_PP0_" \
    layout-drive-gt1-share_pct 5.48 \
    seq_area_frac_synth_pct 42.7 \
    grt_antenna_before_repair 0 \
    cts.root.buffer_cell "sky130_fd_sc_hd__clkbuf_8" \
    grt_max_degree 23 \
    io_pins 12 \
    areaGrowthSynthToFinish_pct 13.3 \
    die_y_um 81.1 \
    crit_fanout 22 \
    remaining_number_of_nets_flagged_by_the_antenna_check_after_routing 0 \
    p_leak_uw 0.000716 \
    route.vias.total 1544 \
    syn_area_mm2 0.00188 \
    first_pass_grt_wire_length_um 6710 \
    worst-r2r-setup-slack_ns 1.01 \
    synth_cells 211 \
    largest_register_ffs 16 \
    min_delay_path_depth 1 \
    gp_congestion 0.806 \
    finClkSkew_ns 0.00784 \
    port_buffer_count 11 \
    core_area_mm2 0.00599 \
    fmaxAchievable_mhz 437 \
]
[synth_stat cells]
cell	n	share of area [%]
sky130_fd_sc_hd__dfxtp_1	40	43
sky130_fd_sc_hd__a21oi_1	24	6.4
sky130_fd_sc_hd__nor2_1	15	3.0
sky130_fd_sc_hd__nand3_1	13	3.5
sky130_fd_sc_hd__nand4_1	13	4.3
sky130_fd_sc_hd__o21ai_0	13	3.5
sky130_fd_sc_hd__clkbuf_1	10	2.0
sky130_fd_sc_hd__o31ai_1	9	3.6
sky130_fd_sc_hd__ha_1	7	4.7
sky130_fd_sc_hd__inv_1	5	1.0
sky130_fd_sc_hd__nor3_1	5	1.3
sky130_fd_sc_hd__xor2_1	5	2.3
sky130_fd_sc_hd__nand2_1	4	0.80
sky130_fd_sc_hd__xnor2_1	4	1.9
sky130_fd_sc_hd__and3_1	3	1.0
sky130_fd_sc_hd__and3b_1	3	1.4
sky130_fd_sc_hd__buf_6	3	1.8
sky130_fd_sc_hd__nand3b_1	3	1.2
sky130_fd_sc_hd__a2111o_1	2	1.2
sky130_fd_sc_hd__a211oi_1	2	0.80
sky130_fd_sc_hd__a31oi_1	2	0.67
sky130_fd_sc_hd__buf_2	2	0.53
sky130_fd_sc_hd__nand2b_1	2	0.67
sky130_fd_sc_hd__nor2b_1	2	0.67
sky130_fd_sc_hd__nor4b_1	2	0.93
sky130_fd_sc_hd__or4_1	2	0.80
sky130_fd_sc_hd__a2111oi_4	1	1.5
sky130_fd_sc_hd__a211o_1	1	0.47
sky130_fd_sc_hd__a21o_1	1	0.40
sky130_fd_sc_hd__a32oi_1	1	0.47
sky130_fd_sc_hd__a41oi_1	1	0.47
sky130_fd_sc_hd__and4_1	1	0.47
sky130_fd_sc_hd__buf_1	1	0.20
sky130_fd_sc_hd__conb_1	1	0.20
sky130_fd_sc_hd__nor3b_1	1	0.40
sky130_fd_sc_hd__o2111a_1	1	0.60
sky130_fd_sc_hd__o211a_1	1	0.53
sky130_fd_sc_hd__o211ai_1	1	0.40
sky130_fd_sc_hd__o21ai_1	1	0.27
sky130_fd_sc_hd__o22ai_1	1	0.33
sky130_fd_sc_hd__or2_2	1	0.33
sky130_fd_sc_hd__or3_1	1	0.33
[cell families after synthesis]
kind of cell | after synthesis
xor+xnor | 9
simple gates | 71
buf+inv | 21
fa+ha+maj | 7
flops | 40
compound gates | 62
other cells | 1
[where the power goes]
part           switching [uW]  total (uW)  leakage [uW]  internal [uW]
clock network             159         345     0.0000503            186
logic                    21.7        32.4      0.000342           10.7
registers                4.52         492      0.000324            488
[routing by layer]
layer  share of wire (%)  track usage (%)  wire, um  up-vias
met1                  53             21.9      2020      725
li1                    -                -         -      791
met5                   0                0         0        -
met4                0.55             2.14        21        0
met2                  43             18.2      1620       26
met3                 3.4             2.51       130        2
[how the worst max path moves through the flow]
stage                                         from                      endpoint  slack [ns]  cells after the start
after CTS             baud_tick_cnt[14]$_SDFF_PP0_  baud_tick_cnt[11]$_SDFF_PP0_        1.00                      4
after global routing  baud_tick_cnt[14]$_SDFF_PP0_  baud_tick_cnt[11]$_SDFF_PP0_        0.81                      4
final                 baud_tick_cnt[14]$_SDFF_PP0_  baud_tick_cnt[11]$_SDFF_PP0_        1.01                      4
[metrics by stage]
stage | area [um2] | util, % | total power, uW | instances | worst slack, ns
floorplan | 1890 | - | 527 | 214 | 1.42
detailed placement | 2030 | 33.9 | 536 | 287 | 1.03
global route | 2120 | 35.5 | 907 | 294 | 0.808
global placement | 2030 | 33.9 | 536 | 287 | 1.05
finish | 2120 | 35.5 | 870 | 294 | 1.01
CTS | 2120 | 35.5 | 885 | 294 | 1.00
[layout make-up]
cell class                 instances  area, um2
timing repair buffer              14        133
inverter                           5       18.8
tap                               75       93.8
fill                             599       3870
multi-input combinational        153        982
clock buffer                       7       96.3
sequential                        40        801
Power figures rest on the tool's default switching activity, not on a simulated workload.
